## run.sh

```bash
#!/bin/bash
# OpenROAD 26Q1-2900-gdf79404cd8, Yosys 0.63+post, stock flow scripts
make -C /OpenROAD-flow-scripts/flow DESIGN_CONFIG=/design/flow/config.mk WORK_HOME=/design/flow/orfs finish
```

## config.mk

```make
export PLATFORM = sky130hd
export DESIGN_NAME = disp_mux
export DESIGN_NICKNAME = disp_mux
export VERILOG_FILES = /design/flow/design.v
export SDC_FILE = /design/flow/constraint.sdc
export NUM_CORES = 4
export LEC_CHECK = 1
export CORE_AREA = 10 10 102 102
export DIE_AREA = 0 0 112 112
```

## constraint.sdc

```tcl
current_design disp_mux

set clk_period 4.2
set clk_io_pct 0.2

create_clock -name clk0 -period $clk_period [get_ports {clk}]

set non_clock_inputs [all_inputs -no_clocks]
set_input_delay [expr $clk_period * $clk_io_pct] -clock clk0 $non_clock_inputs
set_output_delay [expr $clk_period * $clk_io_pct] -clock clk0 [all_outputs]
```

## design.v

```verilog
module disp_mux
    (
        input logic clk, rst,
        input [7:0] in7, in6, in5, in4, in3, in2, in1, in0,
        output logic [7:0] an,    
        output logic [7:0] sseg   
    );
    localparam N = 18;
    logic [N-1:0] q_reg;
    logic [N-1:0] q_next;
    always_ff @(posedge clk,  posedge rst)
        if (rst)
            q_reg <= 0;
        else
            q_reg <= q_next;
    assign q_next = q_reg + 1;
    always_comb
        case (q_reg[N-1:N-3])
            3'b000: begin
                    an = 8'b11111110;
                    sseg = in0;
                end
            3'b001: begin
                    an =  8'b11111101;
                    sseg = in1;
                end
            3'b010: begin
                    an =  8'b11111011;
                    sseg = in2;
                end
            3'b011: begin
                    an =  8'b11110111;
                    sseg = in3;
                end
            3'b100: begin
                    an =  8'b11101111;
                    sseg = in4;
                end
            3'b101: begin
                    an =  8'b11011111;
                    sseg = in5;
                end
            3'b110: begin
                    an =  8'b10111111;
                    sseg = in6;
                end
            3'b111: begin
                    an =  8'b01111111;
                    sseg = in7;
                end
        endcase
endmodule
```

==> ci_impl_report.md <==
### Metrics collected by this job

| Metric | Value |
|---|---|
| Status | `completed` |
| Drt drc | `0` |
| Port bufs | `81` |
| Share of cells above drive strength 1 | `5.14%` |
| Power Dens Cells | `170 mW/mm^2` |
| Worst skew pair latency | `250 ps` |
| End of the worst register-to-register path | `q_reg[17]` |
| Fp util | `approximately 16%` |
| Chip area in the Yosys report | `0.00136 mm^2` |
| Final hold vios | `0` |
| Clock skew | `3.38 ps` |
| Gate Count Post-Synth | `140` |
| CTS H-tree lvls | `1` |
| Synth area leader | `dfrtp_1` |
| Maximum VDD drop | `0.138 mV` |
| Hold_sp | `q_reg[0]` |
| Initial antenna violation count | `0` |
| Setup Viol. Count Final | `0` |
| Top FF cell, synth | `dfrtp_1` |
| Tmin final | `3490 ps` |
| FP Rows | `33` |
| Final WL | `around 4500 um` |
| Worst path required time | `3360 ps` |
| Yosys warnings | `1` |
| Clk sink count | `18` |
| Top Layout Cells | `81 x clkdlybuf4s50_1, 18 x dfrtp_1, 11 x nand2_1, 11 x xnor2_1, 8 x nand3_1` |
| DR pass1 iterations | `4` |
| Dominant logic cell type in the layout | `clkdlybuf4s50_1` |
| Grt ovf | `0` |
| Via count | `1343` |
| Comb area | `roughly 820 um^2` |
| Fmax | `287 MHz` |
| Synth flops | `18` |
| CTS tree | `built` |
| Placed cell count | `315` |
| Remaining antenna violation count | `0` |
| Final core utilization | `27.9%` |
| Finished Layout Cells | `between 300 and 400` |
| Initial drt markers | `44` |
| Element type at the critical path start | `flop` |
| Area of the core | `around 0.0082 mm^2` |
| Max FFs per register | `18` |
| Static Leak | `0.882 nW` |
| Flop area | `450 um^2` |
| Distinct cell type count after synthesis | `39` |
| CP max FO | `21` |
| Tool Warnings | `25` |
| Die area | `~0.013 mm^2` |
| RR Startpoint | `q_reg[2]` |
| Top area cell types | `dfrtp_1 33%, xnor2_1 7.1%, mux4_1 5.8%` |
| # IOs | `82` |
| RSZ-0062 raised after global routing | `false` |
| Slew at the pin closest to its max-slew limit | `698 ps` |
| Flop-to-flop setup slack | `2760 ps` |
| Clk root buf | `clkbuf_8` |
| Ant. Diodes | `0` |
| Min-delay worst type | `flop to flop` |
| Async S/R FF share, synth | `100%` |
| Clock buffer depth | `2` |
| Syn Area/Cell | `between 9 and 10 um^2` |
| Die height | `112 um` |
| Slew headroom | `53.4%` |
| Max-cap viol count | `0` |
| Clk slew on worst S/H paths | `60 ps` |
| Area leader share | `33.2%` |
| Setup TNS | `0 ps` |
| Tcrit/Tclk final | `83.0%` |
| TritonCTS Buffers | `3` |
| DR vias/cell | `4.21` |
| Setup crit end kind | `primary output` |
| Number of global-route vias before repair | `1269` |
| Worst hold margin | `449 ps` |
| Path depth of the worst reg2reg path | `4` |
| Hold EP | `q_reg[0]` |
| Cts hold-fix bufs | `0` |
| # fillers | `861` |
| Post-Syn Area | `0.00136 mm^2` |
| Post-DR wirelength/cell | `14.2 um` |
| CP Class | `flop to primary output` |
| Postcts setup bufs | `0` |
| Gr usage total | `under 10%` |
| Largest net degree at the start of global routing | `22` |
| Hpwl dp | `between 3000 and 4000 um` |
| EDFF count, synth | `0` |
| Number of cells in Yosys stat | `about 140` |
| Sequential area share after synthesis | `33.2%` |
| GPL Wtd Cong | `approximately 0.86` |
| First-pass GRT wire length | `7240 um` |
| Hold depth | `1` |
| Final tally of max-slew violations | `0` |
| Area grow syn2layout | `69.1%` |
| Critical Path AT | `2650 ps` |
| Die width | `approximately 110 um` |
| Post-CTS sizing | `0` |
## routing by layer
layer / up-vias / routed length, um / track usage (%)
met5: - / 0 / 0
met4: 0 / 0 / 0
met3: 0 / 467 / 2.77
met2: 69 / 1760 / 9.17
met1: 603 / 2310 / 10.6
li1: 671 / - / -
## worst max path at each step
stage / start / end / cells after the start
CTS: q_reg[16] / sseg[2] / 5
global route: q_reg[16] / sseg[2] / 5
finish: q_reg[16] / sseg[2] / 5
## per-stage QoR
stage          total power, mW  worst slack (ps)  cell area, um^2
2_1_floorplan            0.188              1770             1360
3_3_place_gp             0.257               859             2240
3_5_place_dp             0.258               848             2240
4_1_cts                  0.396               670             2290
5_1_grt                  0.408               468             2290
6_report                 0.389               712             2290
## synthesized netlist by cell type, types with 3 or more instances
master / n
dfrtp_1: 18
nand2_1: 11
xnor2_1: 11
nand3_1: 8
buf_2: 7
and3_1: 6
nor2b_1: 6
a21oi_1: 5
a221oi_1: 5
mux2i_1: 5
xor2_1: 5
a22oi_1: 4
inv_1: 4
nand4_1: 4
o22a_1: 4
o22ai_1: 4
clkbuf_1: 3
mux4_1: 3
## cell type report
cell class              count  share of cell area (%)
clock buffers               4                    2.40
inverters                   4                   0.655
multi-input cells         106                    35.8
flip-flops and latches     18                    19.7
well taps                 105                    5.73
repair buffers             82                    35.7
## worst max-delay path, stage by stage, from the launching register on
cell and delay, ps:
dfrtp_1 790, nor2b_1 630, a221oi_1 160, a21oi_1 180, o22a_1 150, clkdlybuf4s50_1 480
## power breakdown
group	internal, mW	leakage (nW)	switching [mW]
Sequential	0.173	0.242	0
Combinational	0.0658	0.611	0.0151
Clock	0.0831	0.0288	0.0514
Total	0.322	0.882	0.0664
## logic make-up after synthesis
family,share of synthesized area (%)
xor+xnor,10.3
buf+inv,6.19
mux,13.9
fa+ha+maj,0.923
simple gates,20.0
compound gates,15.3
flops,33.2
Power is estimated from default activity; no workload was simulated.
