==> flow/config.mk <==
export PLATFORM = sky130hd
export DESIGN_NAME = hex_to_sseg
export DESIGN_NICKNAME = hex_to_sseg
export VERILOG_FILES = /design/flow/design.v
export SDC_FILE = /design/flow/constraint.sdc
export NUM_CORES = 4
export LEC_CHECK = 1
export CORE_AREA = 10 10 70 70
export DIE_AREA = 0 0 80 80
==> flow/constraint.sdc <==
current_design hex_to_sseg

set clk_period 1.2
set clk_io_pct 0.2

create_clock -name clk0 -period $clk_period

set non_clock_inputs [all_inputs -no_clocks]
set_input_delay [expr $clk_period * $clk_io_pct] -clock clk0 $non_clock_inputs
set_output_delay [expr $clk_period * $clk_io_pct] -clock clk0 [all_outputs]
==> flow/design.v <==
module hex_to_sseg
    (
        input  logic [3:0] hex,
        input  logic dp,
        output logic [7:0] sseg   
    );
    always_comb begin
        case (hex)
            4'h0: sseg[6:0] = 7'b1000000;
            4'h1: sseg[6:0] = 7'b1111001;
            4'h2: sseg[6:0] = 7'b0100100;
            4'h3: sseg[6:0] = 7'b0110000;
            4'h4: sseg[6:0] = 7'b0011001;
            4'h5: sseg[6:0] = 7'b0010010;
            4'h6: sseg[6:0] = 7'b0000010;
            4'h7: sseg[6:0] = 7'b1111000;
            4'h8: sseg[6:0] = 7'b0000000;
            4'h9: sseg[6:0] = 7'b0010000;
            4'ha: sseg[6:0] = 7'b0001000;
            4'hb: sseg[6:0] = 7'b0000011;
            4'hc: sseg[6:0] = 7'b1000110;
            4'hd: sseg[6:0] = 7'b0100001;
            4'he: sseg[6:0] = 7'b0000110;
            default: sseg[6:0] = 7'b0001110;   
        endcase
        sseg[7] = dp;
    end
endmodule 
==> flow/run.sh <==
#!/bin/bash
# OpenROAD 26Q1-2900-gdf79404cd8, Yosys 0.63+post, stock flow scripts
make -C /OpenROAD-flow-scripts/flow DESIGN_CONFIG=/design/flow/config.mk WORK_HOME=/design/flow/orfs finish
==> Changelog: implementation <==
## Implementation

- Vias in the first global route: 350
- Setup CP Type: in -> out
- Buffers & Inverters on Critical Path: 3
- Worst Path Max Fanout: 5
- Crit path max-delay family: simple AND/OR/NAND/NOR gates
- CP max-delay cell: or3b_1
- Gpl congestion: 0.803
- Clock power frac: 0
- Critical path, cell by cell: buf_12 -> inv_12 -> ha_4 -> and2b_2 -> or3b_1 -> o21ai_1 -> buf_2
- Pre-Place Util: 0.0828
- P&R area growth vs syn: 121%
- Crit share post-route: 1.27
- Die y size: 80 um
- Int Power: 0.000116 W
- ANT nets after route: 0
- Worst hold slack: 0.480 ns
- Max_slew headroom: 0.899
- CP Capture Type: output pin
- # setup viols final: 7
- Top cell excl fill/tap: buf_4
- # Cells Yosys: 33
- Initial antenna violation count: 0
- Sequential fraction of design power: 0
- GR Util All Layers: 0.0298
- DRT Pass-1 Iters: 2
- Final min period: approximately 1.5 ns
- Die area: around 6400 sq um
- Log Warnings: around 41
- CP peak stage delay: 0.35 ns
- Dpl ws: -1.24 ns
- Setup TNS: -1.44 ns
- Antenna Cells: 0
- Final Worst Setup Slack: -0.320 ns
- Flop area: 0 sq um
- Layout cell share with drive strength beyond 1: 0.643
- PD cells: 309 nW/um^2
- RSZ-0062 raised after global routing: true
- Seq cells: 0
- # DRC: 0
- Vias/cell: about 3.2
- Seq/Total Area, Yosys: 0
- Hold Fails Final Rpt: 0
- Synth Instances: 33
- Crit path required time: 0.96 ns
- Worst-Margin Slew: 0.148 ns
- Most numerous logic cells after layout: buf_4, buf_2, ha_4, buf_6
- Run status: finished, violations left
- Final-layout clock buffer total: 0
- I/O Pins: 13
- Total gr overflow: 0
- Cell Type Count: 16
- Critical path arrival: between 1 and 1.5 ns
- Switch Pwr: 0.0000771 W
- First-pass GRT wire length: ~1.6 mm
- Total power: 0.000193 W
- Synth Cell Area: 283 sq um
- Post-DP HPWL: 691 um
- Largest net degree at the start of global routing: 8
- DR vias: 325
- Logic pwr share: 1.000
- Syn_area_per_cell: 8.57 sq um
- Core Region: 3420 sq um
- Failing checks: negative setup slack
- Worst hold path type: in -> out
- Switching Share: 0.399
- Synthesis area per yosys: around 280 sq um
- Row Count: 21
- Slew Viols, Final: 0
- Drt initial violations: 3
- Port Buf Inserts: 11
- Total Routed Length: 910 um
- Peak Freq: 658 MHz
- Peak supply drop: 0.0000650 V
- Startpoint types: input pin
- Die width: approximately 80 um
- Pleak: 0.278 nW
- Max-cap viol count: 0
- Average wire per standard cell: 8.92 um
- Synth warn: 1
cell usage after synthesis (all sizes together):
library cell	n	area, sq um
or3b	1	8.76
mux4	1	26.3
mux2	1	11.3
o21ai	2	10.0
mux2i	4	40.0
inv	3	11.3
buf	3	23.8
a32o	1	10.0
a22o	2	17.5
and2b	1	8.76
nor2	5	18.8
a21oi	1	5.00
nand2	1	3.75
ha	7	87.6
what timing repair did:
action,in CTS,in global routing
endpoints found under the setup margin,7,7
gates cloned,1,0
gates resized,60,0
pin swaps,8,3
buffers inserted,6,0
hold buffers,0,0
power groups by stage:
stage	Combinational [W]	Sequential [W]	Clock (W)
global route	0.000211	0	0
CTS	0.000194	0	0
finish	0.000193	0	0
kinds of logic (layout without fill, tap and decap cells):
kind of cell / count (synthesis) / count (layout) / synth area share
AND/OR/NAND/NOR: 8 / 8 / 0.142
adder cells (fa/ha/maj): 7 / 7 / 0.310
AND-OR/OR-AND: 6 / 6 / 0.150
multiplexers: 6 / 6 / 0.274
buffers and inverters: 6 / 29 / 0.124
routing by layer:
layer  up-vias  GRT usage  part of all wire  routed length [um]
met2         6     0.0594              0.59                 536
met1       154     0.0311              0.36                 329
met4         0     0.0106             0.037                  34
met5         -          0                 0                   0
met3         4    0.00227             0.012                  11
li1        161          -                 -                   -
area by class of cell:
class,count,area (sq um)
Tap cell,46,57.6
Inverter,3,31.3
Fill cell,378,2790
Multi-Input combinational cell,27,314
Timing Repair Buffer,26,223
per-stage QoR:
step | instance area, sq um | util | std cells
after floorplan | 325 | - | 33
after global placement | 529 | 0.155 | 95
after detailed placement | 529 | 0.155 | 95
after CTS | 626 | 0.183 | 102
after global routing | 626 | 0.183 | 102
final | 626 | 0.183 | 102
final timing paths:
| kind | start | end | slack, ns | cells past startpoint |
|---|---|---|---|---|
| setup / recovery | hex[1] | sseg[0] | -0.32 | 7 |
| hold / removal | dp | sseg[7] | 0.48 | 0 |
Power and IR drop assume default switching activity.
