`flow/config.mk`:
```
export PLATFORM = sky130hd
export DESIGN_NAME = rca
export DESIGN_NICKNAME = rca
export VERILOG_FILES = /design/flow/design.v
export SDC_FILE = /design/flow/constraint.sdc
export NUM_CORES = 4
export LEC_CHECK = 1
export CORE_AREA = 10 10 91 91
export DIE_AREA = 0 0 101 101
```
`flow/constraint.sdc`:
```
current_design rca

set clk_period 16.1
set clk_io_pct 0.2

create_clock -name clk0 -period $clk_period

set non_clock_inputs [all_inputs -no_clocks]
set_input_delay [expr $clk_period * $clk_io_pct] -clock clk0 $non_clock_inputs
set_output_delay [expr $clk_period * $clk_io_pct] -clock clk0 [all_outputs]
```
`flow/design.v`:
```
`timescale 1ns / 1ps
module full_adder(
        input logic a, b, ci,
        output logic co, s
    );
    assign s = a ^ b ^ ci;  
    assign co = (a & b) | (a & ci) | (b & ci);  
endmodule
`timescale 1ns / 1ps
module rca(
    input  logic [31:0] a,
    input  logic [31:0] b,
    input  logic ci,                  
    output logic co,                  
    output logic [31:0] sum
);
    logic [30:0] carry;  
    full_adder fa_first(
        .a(a[0]),
        .b(b[0]),
        .ci(ci),
        .co(carry[0]),
        .s(sum[0])
    );
    genvar i;
    generate
        for (i = 1; i < 31; i = i + 1) begin : adders
            full_adder fa(
                .a(a[i]),
                .b(b[i]),
                .ci(carry[i-1]),
                .co(carry[i]),
                .s(sum[i])
            );
        end
    endgenerate
    full_adder fa_last(
        .a(a[31]),
        .b(b[31]),
        .ci(carry[30]),
        .co(co),
        .s(sum[31])
    );
endmodule
```
`flow/run.sh`:
```
#!/bin/bash
# OpenROAD 26Q1-2900-gdf79404cd8, Yosys 0.63+post, stock flow scripts
make -C /OpenROAD-flow-scripts/flow DESIGN_CONFIG=/design/flow/config.mk WORK_HOME=/design/flow/orfs finish
```
==> summary.txt <==
Here are the numbers from the latest Yosys + OpenROAD run.

In the post-route analysis, the smallest setup slack over all paths is -1680 ps. The peak supply drop is 0.0000124 V. The synthesized netlist has a Yosys-reported chip area of 918 sq um. In this run the cell area measured after placement is 0.00185 sq mm. The number of global-route vias before repair is 846. The critical-path maximum fanout is 1. The tightest slew margin relative to the limit came out at 92.4%. Per the OpenROAD floorplan log, the width of the die is 101 um.

Per the OpenROAD power report, leakage power amounts to 0.000653 uW. The first-pass GRT wire length is 3880 um. Registers take 0 sq um. The chip height is 101 um. Broken down by cell family, the worst path's largest delay share belongs to adder cells.

The post-layout period usage of the worst path is 110%. The slowest stage of the critical path belongs to the cell clkdlybuf4s50_1. The number of cells produced by synthesis is 74. Per STA, the library cell used most along the worst path is fa_2. The final max-slew violation count recorded for this run is 0.

Per the final layout report, the fraction of cells sized above drive strength 1 comes to 32.1%. The number of primary I/O pins is 98. The overall routed net length came out at 2510 um.

The cell count listed in synth_stat.txt came out at 74. The total number of warnings across the stage logs is 35. The maximum cell stage delay along the critical path is 400 ps. The total global routing overflow came out at 0. After floorplanning, the die was sized to cover 0.0102 sq mm. The number of placement rows is 29. The total global-route track usage came out at 4.65%. Static timing analysis puts the maximum clock frequency at 56.2 MHz. The final-report hold violation count came out at 0. The worst setup path is of the in2out kind. Summing all non-filler instances in the final layout gives an area of 0.00182 sq mm. The iteration count recorded for the first detailed-route pass is 1.

TritonRoute output was used to compute an average wire per cell of 11.6 um. The count of buffer and inverter cells on the critical path is 6. The post-synth design cell area is 918 sq um. The maximum number of pins on one net before global-route repair came out at 2. The endpoint class of the critical path is an output port.

The total power of the final layout came out at 63.6 uW. The repair_antennas step left the layout with diodes totalling 0. The worst path arrival time is 14560 ps. The final-layout worst hold slack is 7170 ps. The path class of the tightest hold or removal check is in2out. TritonRoute reported its final design rule violation total as 0. The detailed-route vias per instance came out at 3.24. For this run, the number of Yosys warnings is 0. The starting DRC count in detailed routing came out at 0.

The core utilization of the finished layout is 28.6%. The flip-flop and latch count came out at 0. The checks that failed: setup timing. The post-synthesis area per instance is 12.4 sq um.

The core box area is 0.00635 sq mm. The number of maximum-capacitance constraint violations came out at 0. The share of the core area taken by cells at floorplan is 14.5%. The clock buffer instance count of the final layout is 0. The number of antenna violations at the first check in global routing came out at 0. The sequential area share after synthesis came out at 0%.

The placer's final routability congestion estimate is 0.661. Per the summary, power density relative to cell area is 35.0 mW/mm^2. Note, the detailed placer reported a final HPWL of 2530 um. The minimum period implied by the final worst setup slack came out at 17780 ps. The slew at the pin closest to its max-slew limit came out at 114 ps. The data required time of the critical path came out at 12880 ps. Setup repair after global routing could not meet its margin everywhere. From the final report, the count of setup violators was given as 6. The count of vias placed by the detailed router is 703. The post-detailed-route count of antenna-violating nets came out at 0. From synthesis to final layout, the design area changed by 98.0%. The flow ran to the end, but the final reports show violations.

The launching element type of the critical path is a primary input. The count of cell types in the netlist came out at 3. The number of buffers inserted by port buffering is 98.
## worst paths after layout
kind	from	endpoint	slack (ps)	depth (start not counted)
max	a[0]	co	-1680	38
min	b[0]	sum[0]	7170	5
## where the power goes
part | internal (uW) | total [uW] | switching, uW
sequential | 0 | 0 | 0
clock | 0 | 0 | 0
combinational | 46.8 | 63.6 | 16.8
## layout by cell type (no fill, tap or decap)
master           count
clkdlybuf4s50_1     86
fa_2                31
buf_2                7
inv_1                5
inv_2                3
dlygate4sd2_1        3
inv_12               1
inv_6                1
fa_1                 1
buf_8                1
buf_6                1
## cell usage after synthesis
cell type  number  area share, %
buf_4          32             26
fa_1           32             70
inv_1          10            4.1
## what timing repair did
item	4_1_cts	5_1_grt
buffers inserted	0	0
gates resized	38	0
pin swaps	0	1
hold buffers	0	0
endpoints found under the setup margin	9	7
## metal layers
layer | wire, um | GRT usage (%) | up-vias
met5 | 0 | 0 | -
li1 | - | - | 312
met1 | 991 | 6.10 | 316
met4 | 0 | 0 | 0
met3 | 684 | 4.50 | 0
met2 | 832 | 5.75 | 75
## kinds of logic (layout without fill, tap and decap cells)
kind of cell	Yosys count	in the layout	share of synthesized area (%)
buffers and inverters	42	108	30.2
adder cells (fa/ha/maj)	32	32	69.8
## per-stage QoR
stage | setup TNS (ps) | setup slack, ps | cells
2_1_floorplan | -4500 | -1360 | 74
3_3_place_gp | -13420 | -2580 | 217
3_5_place_dp | -13390 | -2580 | 217
4_1_cts | -7090 | -1780 | 217
5_1_grt | -8430 | -2020 | 217
6_report | -6500 | -1680 | 217
## layout make-up
| type | count | area, sq um |
|---|---|---|
| Fill cell | 622 | 4530 |
| Inverter | 10 | 55.1 |
| Multi-Input combinational cell | 32 | 718 |
| Tap cell | 77 | 96.3 |
| Timing Repair Buffer | 98 | 948 |
No activity file was given, so power comes from the tool's default toggle rates.
